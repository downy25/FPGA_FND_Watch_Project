**./run.sh**
```bash
#!/bin/bash
# OpenROAD 26Q1-2900-gdf79404cd8, Yosys 0.63+post, stock flow scripts
make -C /OpenROAD-flow-scripts/flow DESIGN_CONFIG=/design/flow/config.mk WORK_HOME=/design/flow/orfs finish
```
**./config.mk**
```make
export PLATFORM = sky130hd
export DESIGN_NAME = counter_4digit
export DESIGN_NICKNAME = counter_4digit
export VERILOG_FILES = /design/flow/design.v
export SDC_FILE = /design/flow/constraint.sdc
export NUM_CORES = 4
export LEC_CHECK = 1
export CORE_UTILIZATION = 50
```
**./constraint.sdc**
```tcl
current_design counter_4digit

set clk_period 4.9
set clk_io_pct 0.2

create_clock -name clk0 -period $clk_period [get_ports {iCLK}]

set non_clock_inputs [all_inputs -no_clocks]
set_input_delay [expr $clk_period * $clk_io_pct] -clock clk0 $non_clock_inputs
set_output_delay [expr $clk_period * $clk_io_pct] -clock clk0 [all_outputs]
```
**./design.v**
```verilog
module bcd_cnt(
  iCLK,
  iRESETn,
  iEN_1,
  oDATA_CNT
);
  input iCLK,iRESETn;
  input iEN_1;
  output [15:0] oDATA_CNT;
  reg [3:0] arr_cnt[3:0];
  always @(posedge iCLK or posedge iRESETn) begin
    if(iRESETn) begin
      arr_cnt[0] <= 0;
      arr_cnt[1] <= 0;
      arr_cnt[2] <= 0;
      arr_cnt[3] <= 0;
    end
    else if(iEN_1 == 1)begin
      casex({arr_cnt[3], arr_cnt[2], arr_cnt[1], arr_cnt[0]})
        {4'h5,4'h9,4'h5,4'h9}: begin
          arr_cnt[3] <= 0;
          arr_cnt[2] <= 0;
          arr_cnt[1] <= 0;
          arr_cnt[0] <= 0;
        end
        {4'hx,4'h9,4'h5,4'h9}: begin
          arr_cnt[3] <= arr_cnt[3] + 4'h1;
          arr_cnt[2] <= 0;
          arr_cnt[1] <= 0;
          arr_cnt[0] <= 0;
        end
        {4'hx,4'hx,4'h5,4'h9}: begin
          arr_cnt[3] <= arr_cnt[3];
          arr_cnt[2] <= arr_cnt[2] + 4'h1;
          arr_cnt[1] <= 0;
          arr_cnt[0] <= 0;
        end
        {4'hx,4'hx,4'hx,4'h9}: begin
          arr_cnt[3] <= arr_cnt[3];
          arr_cnt[2] <= arr_cnt[2];
          arr_cnt[1] <= arr_cnt[1] + 4'h1;
          arr_cnt[0] <= 0;
        end
        default : begin
          arr_cnt[3] <= arr_cnt[3];
          arr_cnt[2] <= arr_cnt[2];
          arr_cnt[1] <= arr_cnt[1];
          arr_cnt[0] <= arr_cnt[0] + 4'h1;
        end
      endcase
    end else begin
      arr_cnt[3] <= arr_cnt[3];
      arr_cnt[2] <= arr_cnt[2];
      arr_cnt[1] <= arr_cnt[1];
      arr_cnt[0] <= arr_cnt[0];
    end
  end
  assign oDATA_CNT = {arr_cnt[3],arr_cnt[2],arr_cnt[1],arr_cnt[0]};
endmodule
module counter_4digit(
  iCLK,
  iRESETn,
  oDATA_FND,
  oCOM_FND
);
  input iCLK,iRESETn;
  output [7:0] oDATA_FND;
  output [3:0] oCOM_FND;
  wire en_200;
  wire en_1;
  wire [15:0] data_cnt;
  freq_div_fnd UFD(
    .iCLK(iCLK),
    .iRESETn(iRESETn),
    .oEN_200(en_200),
    .oEN_1 (en_1)
  );
  bcd_cnt UBCD(
    .iCLK(iCLK),
    .iRESETn(iRESETn),
    .iEN_1(en_1),
    .oDATA_CNT(data_cnt)
  );
  drv_fnd4 UDRV(
    .iCLK(iCLK),
    .iRESETn(iRESETn),
    .iEN_200(en_200),
    .iBCD(data_cnt),
    .oCOM_FND(oCOM_FND),
    .oDATA_FND(oDATA_FND)
  );
endmodule
module drv_fnd4(
  iCLK,
  iRESETn,
  iEN_200,
  iBCD,
  oCOM_FND,
  oDATA_FND
);
  localparam BCD_FND0 = 4'd0;
  localparam BCD_FND1 = 4'd1;
  localparam BCD_FND2 = 4'd2;
  localparam BCD_FND3 = 4'd3;
  localparam BCD_FND4 = 4'd4;
  localparam BCD_FND5 = 4'd5;
  localparam BCD_FND6 = 4'd6;
  localparam BCD_FND7 = 4'd7;
  localparam BCD_FND8 = 4'd8;
  localparam BCD_FND9 = 4'd9;
  input iCLK,iRESETn;
  input iEN_200;
  input [15:0] iBCD;
  output [3:0] oCOM_FND;
  output [7:0] oDATA_FND;
  reg [1:0] sel_cnt;
  reg [3:0] bcd;
  reg [3:0] com_fnd;
  reg [7:0] data_fnd;
  always @(posedge iCLK or posedge iRESETn) begin
    if(iRESETn) sel_cnt <= 2'b00;
    else if(iEN_200 == 1) sel_cnt <= sel_cnt + 2'b01;
    else sel_cnt <= sel_cnt;
  end
  always @(posedge iCLK or posedge iRESETn) begin
    if(iRESETn) com_fnd <= 4'b0000;
    else begin
      case(sel_cnt)
        2'd0: com_fnd <= 4'b1110;  
        2'd1: com_fnd <= 4'b1101;  
        2'd2: com_fnd <= 4'b1011;  
        2'd3: com_fnd <= 4'b0111;  
        default : com_fnd <= 4'b1111;  
      endcase
    end
  end
  always @(posedge iCLK or posedge iRESETn) begin
    if(iRESETn)
      bcd <= 4'b0000;
    else begin
      case(sel_cnt)
        2'd0: bcd <= iBCD[3:0];
        2'd1: bcd <= iBCD[7:4];
        2'd2: bcd <= iBCD[11:8];
        2'd3: bcd <= iBCD[15:12];
        default : bcd <= 4'b0;
      endcase
    end
  end
  always @(posedge iCLK or posedge iRESETn) begin
    if(iRESETn) data_fnd <= 8'b1111_1111;
    else begin
      case(bcd)
        BCD_FND0 : data_fnd = 8'b1111_1100;  
        BCD_FND1 : data_fnd = 8'b0110_0000;  
        BCD_FND2 : data_fnd = 8'b1101_1010;  
        BCD_FND3 : data_fnd = 8'b1111_0010;  
        BCD_FND4 : data_fnd = 8'b0110_0110;  
        BCD_FND5 : data_fnd = 8'b1011_0110;  
        BCD_FND6 : data_fnd = 8'b1011_1110;  
        BCD_FND7 : data_fnd = 8'b1110_0100;  
        BCD_FND8 : data_fnd = 8'b1111_1110;  
        BCD_FND9 : data_fnd = 8'b1111_0110;  
        default :  data_fnd = 8'b1111_1111;
      endcase
    end
  end
  assign oCOM_FND = com_fnd;
  assign oDATA_FND = data_fnd;
endmodule
module freq_div_fnd(
  iCLK,
  iRESETn,
  oEN_200,
  oEN_1
);
  localparam VAL_CNT200 = 21'd625000;
  localparam VAL_CNT1 = 28'd125000000;
  input iCLK,iRESETn;
  output oEN_200;
  output oEN_1;
  reg [20:0] cnt_en_200;
  reg [27:0] cnt_en_1;
  reg        en_200;
  reg        en_1;
  assign oEN_200 = en_200;
  assign oEN_1   = en_1;
  always @(posedge iCLK or posedge iRESETn) begin
    if(iRESETn) begin
      cnt_en_200 <= 0;
      en_200     <= 0;
    end
    else if(cnt_en_200 == VAL_CNT200 - 1)begin
      cnt_en_200 <= 0;
      en_200 <= 1;
    end
    else begin
      cnt_en_200 <= cnt_en_200 + 1'b1;
      en_200     <= 0;
    end
  end
  always @(posedge iCLK or posedge iRESETn) begin
    if(iRESETn) begin
      cnt_en_1 <= 0;
      en_1 <= 0;
    end else if(cnt_en_1 == VAL_CNT1 - 1)begin
      cnt_en_1 <= 0;
      en_1     <= 1;
    end else begin
      cnt_en_1  <= cnt_en_1 + 1'b1;
      en_1 <= 0;
    end
  end
endmodule
```
==> ci_impl_report.md <==
## Implementation flow summary

| Metric | Value |
|---|---|
| Number of port buffers | `13` |
| H-tree depth | `3` |
| Worst path bufs/invs | `1` |
| Grt ovf | `0` |
| Clock skew | `0.0125 ns` |
| Dominant flop cell | `dfrtp_1` |
| Ant. Diodes | `0` |
| # Cells Yosys | `386` |
| Post-synth regs | `85` |
| Clock-pin slew on the worst setup and hold paths | `0.08 ns` |
| CTS Buf Count | `9` |
| Count of final hold-check violations | `0` |
| Startpoint types | `flop` |
| Final ANT Viol Nets | `0` |
| Yosys chip area | `0.00410 sq mm` |
| Post-DP HPWL | `4610 microns` |
| Reg-to-reg critical path startpoint | `UFD.cnt_en_1[0]$_DFF_PP0_` |
| Worst hold start | `UFD.cnt_en_200[0]$_DFF_PP0_` |
| Cell variety after synth | `46` |
| Pwr Density | `256 mW/mm^2` |
| Die Span Y | `92.6 microns` |
| Slowest stage cell, crit path | `dfstp_2` |
| Area growth syn-to-layout | `10.2%` |
| Ranking of synthesized cells by area | `dfrtp_1 (47%), ha_1 (6.1%), dfstp_2 (5.1%)` |
| Worst vdd ir | `0.116 mV` |
| Setup-failing EPs final | `0` |
| Yosys top cell by instances | `dfrtp_1` |
| Vias per Instance | `between 5 and 6` |
| Total I/O pin count | `14` |
| Worst-Skew Late Latency | `around 0.36 ns` |
| Minimum clock period | `2.30 ns` |
| Worst-Margin Slew | `0.815 ns` |
| Initial DRT Pass Iterations | `4` |
| Initial antenna violation count | `0` |
| Max clock buf depth | `2` |
| Syn Std Cell Area | `0.00410 sq mm` |
| Asr flop ratio synth | `100%` |
| Overall Power | `roughly 0.0012 W` |
| Seq/Total Area, Yosys | `52.1%` |
| Worst path arrival time | `1.32 ns` |
| Largest net degree at the start of global routing | `45` |
| Crit. Startpoint | `UDRV.data_fnd[4]$_DFF_PP1_` |
| CP Cell Sequence | `clkdlybuf4s50_1` |
| Gr usage total | `18.4%` |
| Floorplan utilization | `between 50% and 60%` |
| Crit Path Category | `reg -> out` |
| Mean Syn Cell Area | `10.6 sq um` |
| Status | `finished, final reports clean` |
| Initial DRC Count | `100` |
| Number of flops mapped to enable cells by yosys | `0` |
| Fmax | `0.434 GHz` |
| Die Wd | `just over 90 microns` |
| CP required | `3.92 ns` |
| Finished Core Util | `57.6%` |
| Clock Sinks | `85` |
| Routed Wire Length | `6780 microns` |
| First-pass GRT wire length | `12200 microns` |
| Setup crit end kind | `primary output` |
| Die footprint | `approximately 0.0086 sq mm` |
| Crit-path max FO | `1` |
| Largest type area fraction | `47.0%` |
| Routed WL per cell | `13.2 microns` |
| Post-CTS Hold Buffers | `0` |
| Leakage power | `1.99 nW` |
| Tcrit/Tclk final | `47.0%` |
| Max-cap violations | `0` |
| Log Warnings | `37` |
| Number of cell rows | `32` |
| Sum of negative setup slack | `0 ns` |
| Core area | `0.00785 sq mm` |
| Biggest cell delay along the critical path | `0.52 ns` |
| Post-synth top cells | `dfrtp_1 (77), nand2_1 (35), nor2_1 (30)` |
| # resized after CTS | `0` |
| Hold crit path type | `reg -> reg` |
| CTS tree | `built` |
| Slew Limit Fails | `0` |
| Vias in the first global route | `2554` |
| Layout cells sized above 1 | `9.25%` |
| Delay-heaviest family, CP | `flip-flops` |
| Relative slew margins | `45.1%` |
| Reg2reg setup slack | `~2.8 ns` |
| RSZ-0062 raised after global routing | `false` |
| DR vias | `2754` |
| Root Buffer | `clkbuf_8` |
| Cell accounting for the most synthesized area | `dfrtp_1` |
| Cell count after synthesis | `386` |
| # DRC | `0` |
| Setup bufs post-CTS | `0` |
| GPL Wtd Cong | `0.772` |
| Synth warn | `4` |
[cells by family (layout without fill, tap and decap cells)]
logic type	count (synthesis)	in the layout	synth area share (%)
flip-flops	85	85	52.1
AND/OR/NAND/NOR	166	166	22.4
XOR/XNOR	37	37	7.90
multiplexers	9	9	2.29
buffers and inverters	23	48	2.23
adder cells (fa/ha/maj)	20	20	6.10
AND-OR/OR-AND	46	46	7.01
[stage by stage]
step	hold WS [ns]	worst slack (ns)	cell area (sq um)	cells
floorplan	0.432	1.74	4100	386
global placement	0.447	2.40	4350	497
detailed placement	0.450	2.37	4350	497
CTS	0.460	2.57	4520	513
global route	0.487	2.52	4520	513
finish	0.458	2.60	4520	513
[final timing paths]
kind | to | cells after the start
worst max-delay path | oDATA_FND[4] | 1
worst min-delay path | UFD.cnt_en_200[0]$_DFF_PP0_ | 1
worst max register to register | UFD.cnt_en_1[22]$_DFF_PP0_ | 5
worst min register to register | UFD.cnt_en_200[0]$_DFF_PP0_ | 1
max in group asynchronous | UDRV.data_fnd[0]$_DFF_PP1_ | 3
min in group asynchronous | UBCD.arr_cnt[2][0]$_DFFE_PP0P_ | 2
[cell usage in the layout (no fill, tap or decap), types with 10 or more instances in the layout]
cell type,Yosys,layout
dfrtp_1,77,77
nand2_1,35,35
nor2_1,30,30
nand3_1,21,21
ha_1,20,20
o21ai_0,19,19
xor2_1,19,19
xnor2_1,18,18
inv_1,16,15
clkdlybuf4s50_1,0,13
nand4_1,12,12
a21oi_1,10,10
and3_1,10,10
clkbuf_8,0,10
[power breakdown]
group          switching [W]  internal [W]   total, W  leakage, nW
combinational      0.0000131    0.00000131  0.0000144        0.782
clock               0.000245      0.000197   0.000442       0.0824
sequential                 0      0.000701   0.000701         1.12
[final cells by class]
| class | instances | area, sq um |
|---|---|---|
| Tap cell | 102 | 128 |
| Timing Repair Buffer | 15 | 145 |
| Inverter | 17 | 65.1 |
| Multi-Input combinational cell | 278 | 1870 |
| Fill cell | 671 | 3330 |
| Clock inverter | 4 | 25.0 |
| Sequential cell | 85 | 2140 |
| Clock buffer | 12 | 145 |
[state kept, by name, summed over array words and instances (netlist names)]
signal / count
UDRV.com_fnd: 4
UBCD.arr_cnt: 16
UDRV.bcd: 4
UFD.en_1: 1
UFD.cnt_en_1: 28
UFD.en_200: 1
UDRV.data_fnd: 8
UDRV.sel_cnt: 2
UFD.cnt_en_200: 21
[layer usage]
layer / part of all wire [%] / global-route usage (%) / vias up / wire length [microns]
met5: 0 / 0 / - / 0
met4: 1.7 / 2.34 / 0 / 118
met3: 3.3 / 3.34 / 10 / 223
met2: 42 / 26.1 / 36 / 2820
met1: 53 / 32.1 / 1295 / 3620
li1: - / - / 1413 / -
Power figures rest on the tool's default switching activity, not on a simulated workload.
